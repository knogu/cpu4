--- config.mk ---
export PLATFORM = sky130hd
export DESIGN_NAME = m_seven_segment
export DESIGN_NICKNAME = m_seven_segment
export VERILOG_FILES = /design/flow/design.v
export SDC_FILE = /design/flow/constraint.sdc
export NUM_CORES = 4
export LEC_CHECK = 1
export CORE_AREA = 10 10 70 70
export DIE_AREA = 0 0 80 80
--- constraint.sdc ---
current_design m_seven_segment

set clk_period 1.5
set clk_io_pct 0.2

create_clock -name clk0 -period $clk_period

set non_clock_inputs [all_inputs -no_clocks]
set_input_delay [expr $clk_period * $clk_io_pct] -clock clk0 $non_clock_inputs
set_output_delay [expr $clk_period * $clk_io_pct] -clock clk0 [all_outputs]
--- design.v ---
	module m_seven_segment(input [3:0] idat,output [7:0] odat);
    function [7:0] LedDec;
      input [3:0] num;
      begin
         case (num)
           4'h0:        LedDec = 8'b11000000;   
           4'h1:        LedDec = 8'b11111001;   
           4'h2:        LedDec = 8'b10100100;   
           4'h3:        LedDec = 8'b10110000;   
           4'h4:        LedDec = 8'b10011001;   
           4'h5:        LedDec = 8'b10010010;   
           4'h6:        LedDec = 8'b10000010;   
           4'h7:        LedDec = 8'b11111000;   
           4'h8:        LedDec = 8'b10000000;   
           4'h9:        LedDec = 8'b10011000;   
           4'ha:        LedDec = 8'b10001000;   
           4'hb:        LedDec = 8'b10000011;   
           4'hc:        LedDec = 8'b10100111;   
           4'hd:        LedDec = 8'b10100001;   
           4'he:        LedDec = 8'b10000110;   
           4'hf:        LedDec = 8'b10001110;   
           default:     LedDec = 8'b11111111;   
         endcase
      end 
    endfunction
	assign odat=LedDec(idat);
endmodule
--- run.sh ---
#!/bin/bash
# OpenROAD 26Q1-2900-gdf79404cd8, Yosys 0.63+post, stock flow scripts
make -C /OpenROAD-flow-scripts/flow DESIGN_CONFIG=/design/flow/config.mk WORK_HOME=/design/flow/orfs finish
==> qor.txt <==
Final ANT Viol Nets: 0
FP Rows: 21
Ys Warns: 1
GRT Total Usage: 2.57%
Tool Warnings: 38
Syn Std Cell Area: 241 µm²
met3 wire len: 67 µm
largest net degree at the start of global routing: 7
antenna violations before repair: 0
fin crit period: 1.48 ns
Crit Path Class: input pin to output port
final setup fails: 0
worst hold slack: 1.03 ns
count of cell types in the netlist: 16
flip-flops: 0
status: complete, no violations
Top-area cell share: 25.9%
routed wl met2: 416 µm
worst hold path class: input pin to output port
VDD IR-drop max: 0.0476 mV
setup TNS: 0 ns
Slew Viols, Final: 0
largest area contributor in the netlist: ha_1
area of the core: 0.00342 mm²
arrival time of the worst setup path: 1.18 ns
final WL: 932 µm
global-route wire length before repair: 1410 µm
Placed Cells: 96
number of port buffers: 11
Worst setup SP type: input pin
Area growth, synth to finish: 127%
Residual DRC: 0
Post-DP HPWL: 610 µm
power per cell area: 257 mW/mm²
CLK BUF: 0
Post-CTS Hold Buffers: 0
Metal-1 WL: 448 µm
Synth Seq Share: 0%
GRT overflow: 0
fin area: 549 µm²
total I/O pin count: 12
length of the first detailed-routing pass in iterations: 2
RSZ-0062 raised after global routing: true
iteration-0 DRC count of the detailed router: 2
comb. cell area: 269 µm²
top cells by area: ha_1, mux2i_1, mux4_2
Antenna diodes: 0
syn avg cell area: 7.32 µm²
DR vias: 301
Non-Filler Instances: 99
post-synthesis chip area from yosys: 241 µm²
Die Width: 80 µm
Lkg Pwr: 0.000238 µW
Routed WL per cell: 9.41 µm
DR top layer: met3
die y size: 80 µm
final period utilization: 98.8%
Max Fclk: 675 MHz
CP required: 1.20 ns
fillers: 379
FF+latch area: 0 µm²
area post-placement: 453 µm²
Post-Syn Instances: 33
layout cells sized above 1: 58.5%
number of global-route vias before repair: 295
Final Hold Violating Endpoints: 0
RD Place Congestion: 0.825
FP Util: 7.07%
crit path max fanout: 5
die area: 0.00640 mm²
# Cells Yosys: 33
Setup crit end kind: output port
Max-Cap Viols: 0
vias per cell: 3.04
==> cells in the mapped netlist <==
| cell type | count |
|---|---|
| buf_2 | 1 |
| conb_1 | 1 |
| nand2b_2 | 1 |
| buf_4 | 1 |
| a21oi_1 | 2 |
| o211ai_1 | 1 |
| buf_6 | 1 |
| mux4_2 | 1 |
| mux2i_1 | 3 |
| nand2_1 | 3 |
| ha_1 | 5 |
| a32o_1 | 1 |
| nor2_1 | 5 |
| o21ai_0 | 3 |
| inv_1 | 3 |
| o22ai_1 | 1 |
==> path summary, 6_finish.rpt <==
| check | cells past startpoint | startpoint | slack (ns) | endpoint |
|---|---|---|---|---|
| min | 4 | idat[3] | 1.03 | odat[6] |
| max | 7 | idat[1] | 0.02 | odat[1] |
==> metal layers <==
layer,vias up,GRT usage [%]
li1,152,-
met1,141,3.44
met2,8,4.25
met3,0,0.682
met4,0,0
met5,-,0
==> cells in the final DEF, fill, tap and decap left out <==
cell type / Yosys / routed
a21oi_1: 2 / 1
a21oi_2: 0 / 1
a32o_1: 1 / 1
buf_12: 0 / 2
buf_2: 1 / 4
buf_4: 1 / 10
buf_6: 1 / 1
clkbuf_2: 0 / 1
clkdlybuf4s15_1: 0 / 3
conb_1: 1 / 1
dlygate4sd2_1: 0 / 2
ha_1: 5 / 1
ha_2: 0 / 1
ha_4: 0 / 3
inv_2: 0 / 1
inv_6: 0 / 1
inv_8: 0 / 1
mux2i_1: 3 / 3
mux4_2: 1 / 1
nand2_1: 3 / 3
nand2b_4: 0 / 1
nor2_1: 5 / 3
nor2_2: 0 / 1
nor2_4: 0 / 1
o211ai_1: 1 / 1
o21ai_0: 3 / 1
o21ai_1: 0 / 1
o21ai_2: 0 / 1
o22ai_1: 1 / 1
==> critical path, cell delays in order <==
cell and delay [ns]:
buf_12 0.11, inv_8 0.06, ha_4 0.21, nand2b_4 0.07, o21ai_2 0.05, a32o_1 0.21, clkdlybuf4s15_1 0.17
==> what timing repair did <==
action | 4_1_cts | 5_1_grt
buffers inserted | 2 | 0
pin swaps | 2 | 4
gates resized | 42 | 18
endpoints found under the setup margin | 7 | 6
cloned | 1 | 0
==> area by class of cell <==
class	instances	area share [%]
repair buffers	23	36.2
inverters	3	4.33
multi-input cells	27	49.0
well taps	46	10.5
==> report_power, final <==
part           leakage, µW  total [µW]  switching [µW]  internal (µW)
registers                0           0               0              0
clock network            0           0               0              0
logic             0.000238         141            58.3           82.6
total             0.000238         141            58.3           82.6
==> kinds of logic after synthesis <==
logic type / share of synthesized area (%)
buffers and inverters: 14.5
AND-OR/OR-AND: 20.2
adder cells (fa/ha/maj): 25.9
other: 1.55
AND/OR/NAND/NOR: 16.1
multiplexers: 21.8
==> metrics by stage <==
stage | util (%) | worst slack (ns) | total power, µW
floorplan | - | 0.220 | 46.7
global route | 16.1 | -0.0132 | 154
CTS | 14.5 | -0.0650 | 119
finish | 16.1 | 0.0174 | 141
global placement | 13.3 | -0.858 | 115
detailed placement | 13.3 | -0.859 | 114
Power is estimated from default activity; no workload was simulated.
