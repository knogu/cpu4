[design/flow/config.mk]
export PLATFORM = sky130hd
export DESIGN_NAME = m_prescale1000
export DESIGN_NICKNAME = m_prescale1000
export VERILOG_FILES = /design/flow/design.v
export SDC_FILE = /design/flow/constraint.sdc
export NUM_CORES = 4
export LEC_CHECK = 1
export CORE_AREA = 10 10 74 74
export DIE_AREA = 0 0 84 84
[design/flow/constraint.sdc]
current_design m_prescale1000

set clk_period 1.8
set clk_io_pct 0.2

create_clock -name clk0 -period $clk_period [get_ports {clk}]

set non_clock_inputs [all_inputs -no_clocks]
set_input_delay [expr $clk_period * $clk_io_pct] -clock clk0 $non_clock_inputs
set_output_delay [expr $clk_period * $clk_io_pct] -clock clk0 [all_outputs]
[design/flow/design.v]
module m_prescale50000(input clk,output c_out);
	reg [15:0] cnt;
	wire wcout;
	assign wcout=(cnt==16'd49999) ? 1'b1 : 1'b0;
	assign c_out=wcout;
	always @(posedge clk) begin
		if(wcout==1'b1)
			cnt=0;
		else
			cnt=cnt+1;
	end
endmodule	
module m_prescale1000(input clk, input c_in, output reg c_out);
    reg [10:0] cnt;
    reg prev_cin;
    always @(posedge clk) begin
        c_out <= 1'b0;  
        prev_cin <= c_in;
        if (~prev_cin & c_in) begin
            if (cnt == 999) begin
                cnt <= 0;
                c_out <= 1'b1;  
            end else begin
                cnt <= cnt + 1;
            end
        end
    end
endmodule
[design/flow/run.sh]
#!/bin/bash
# OpenROAD 26Q1-2900-gdf79404cd8, Yosys 0.63+post, stock flow scripts
make -C /OpenROAD-flow-scripts/flow DESIGN_CONFIG=/design/flow/config.mk WORK_HOME=/design/flow/orfs finish
==> changes_impl.md <==
## Flow update

* Final setup TNS at 0 ns
* Yosys reg bits at 13
* Slew @ Worst Pin at 0.223 ns
* Clock Tree Buf Depth at 2
* Worst-path clk slew at 0.05 ns
* Clock Power Share at 38.9%
* Root Driver: clkbuf_8
* WL final at 988 um
* Worst path max stage delay at 0.40 ns
* Final setup fails at 0
* Register share of total power at 55.6%
* Synth Area per Inst at 11.1 um2
* Initial DRT Pass Iterations at 2
* GPL Wtd Cong at 0.720
* Post-CTS Setup Inserts at 0
* Netlist cell types at 21
* CTS tree: built
* Power share of the combinational group at 5.4%
* Pre-Place Util at 15.9%
* # IOs at 3
* RSZ-0062 raised after global routing: false
* First-pass GRT wire length at 1.77 mm
* Initial antenna violation count at 0
* Worst Setup SP: cnt[0]
* Core area at 0.00397 mm2
* Worst path slowest cell: edfxtp_1
* Ant diodes at 0
* Internal power at 514 uW
* Resized cells post-CTS at 0
* Type of origin of the critical path: flop
* Utilization after layout at 19.5%
* Psw at 120 uW
* Final Max Tran Viols at 0
* Drt drc at 0
* Status: complete, no violations
* Worst r2r src: cnt[0]
* Yosys cell count at 57
* Final Critical Period at 1.49 ns
* Vias in the first global route at 415
* Leakage power at 0.000256 uW
* Hold bufs inserted after CTS at 0
* Layout fillers at 452
* Worst hold-check path type: flop to flop
* DP Cell Count at 111
* Final Hold Viols at 0
* Chip Width at 84 um
* Routed wl met3 at 86 um
* Die ar. at 0.00706 mm2
* CTS H-tree lvls at 1
* Fin crit share at 82.8%
* Chip area in the Yosys report at 633 um2
* Iter 0 DRT Violations at 14
* Total Power at 634 uW
* Vias at 407
* Worst hold slack at 0.605 ns
* Commonest Layout Cell: edfxtp_1
* WS Path Type: flop to flop
* Req. time, crit path at 1.79 ns
* Layout cells sized above 1 at 13.8%
* Switching share of total power at 19.0%
* Total of max-cap violations at 0
* Critical Path End Type: flop
* WL met1 at 453 um
* Final HPWL DP at 751 um
* OpenROAD warning count at 25
* Synthesis Warnings at 1
* Avg WL per Cell at 8.59 um
* Latency at later pin at 0.24 ns
* Max layer used: met3
* I/O Buffers at 2
* Power per Cell Area at 817 mW/mm2
* Worst vdd ir at 0.581 mV
* Avg Vias per Cell at 3.54
* Cells after synthesis at 57
* Clock sinks at 13
* FP Rows at 23
* Sequential element share of the synthesized area at 58.5%
* Congestion Overflow GR at 0
* Non-Filler Instances at 115
* Worst Min Path Start: cnt[10]
* Largest net degree at the start of global routing at 10
* Max Fclk at 671 MHz
* Syn Std Cell Area at 633 um2
* Crit-path cells: ha_1 > nand2_1 > or2_4 > xnor2_1 > nor2_1
* Met2 wire length at 448 um
* Chip Height at 84 um
* Total track usage at 2.98%
* ANT nets after route at 0
* Area Growth Syn to Fin at 22.5%
* CTS buffer count at 3
* Slew HR at 85.0%
* Worst Skew at 0.00344 ns
* Crit-path max FO at 5
* Top cells excl fill/tap: edfxtp_1, nor2_1, nand2_1
* Worst path arrival time at 1.48 ns
==> state kept, by name (all words and copies together), names as in the netlist <==
register	count
cnt	11
c_out	1
prev_cin	1
==> logic make-up after synthesis <==
family                     Yosys count  synth area share [%]
AOI/OAI and AO/OA                    2                  1.98
xor gates and xnor gates             7                  9.68
adders and majority gates            1                  1.98
buffers and inverters                2                  1.19
DFF                                 13                  58.5
and+or+nand+nor                     32                  26.7
==> metal layers <==
layer | GRT usage [%] | up-vias
met5 | 0 | -
met4 | 0.304 | 0
met3 | 1.97 | 0
met2 | 4.67 | 8
met1 | 3.44 | 182
li1 | - | 217
==> Yosys cell counts <==
library cell	number	area share, %
or2_4	1	1.4
nor2_1	8	4.7
nand2_1	6	3.6
nor4_1	1	0.99
and2_1	1	0.99
nor3_1	2	1.6
ha_1	1	2.0
edfxtp_1	11	52
nand3_2	1	1.6
nand4_1	2	2.0
xnor2_1	4	5.5
a21oi_1	1	0.79
nor2_2	1	0.99
nand3b_1	1	1.2
o211ai_1	1	1.2
dfxtp_1	2	6.3
xor2_1	3	4.2
nor2b_1	2	2.0
inv_1	2	1.2
nand3_1	5	4.0
nor2_4	1	1.8
==> per-stage QoR <==
stage               instance area (um2)  worst slack [ns]
detailed placement                  731             0.271
floorplan                           633             0.432
global route                        776             0.162
CTS                                 776             0.287
finish                              776             0.310
global placement                    731             0.316
==> critical path: cells and delay by family (launching register included) <==
| kind | cells | cell delay, ns |
|---|---|---|
| xor gates and xnor gates | 1 | 0.17 |
| adders and majority gates | 1 | 0.25 |
| DFF | 1 | 0.40 |
| and+or+nand+nor | 3 | 0.42 |
==> area by class of cell <==
type	count	area, um2	share of cell area (%)
clock buffer	4	45.0	5.81
inverter	2	7.51	0.968
multi-input combinational	42	255	32.9
sequential	13	370	47.7
tap	50	62.6	8.06
timing repair buffer	4	35.0	4.52
==> path summary, 6_finish.rpt <==
check	end	slack (ns)	cells after the start
setup / recovery	cnt[6]	0.31	5
hold / removal	cnt[10]	0.61	1
setup reg to reg	cnt[6]	0.31	5
hold reg to reg	cnt[10]	0.61	1
==> power by group through the flow <==
stage	Sequential, uW	Clock, uW	Combinational [uW]
after CTS	353	251	35.1
after global routing	354	272	38.8
final	353	247	34.4
Power is estimated from default activity; no workload was simulated.
